==> design/flow/design.v <==
module sevSegLogic(
    input logic [3:0] s,
    output logic [6:0] sevSegOut
);
	always_comb
		case(s)
			4'b0000: sevSegOut = 7'b1000000; 
			4'b0001: sevSegOut = 7'b1111001;
			4'b0010: sevSegOut = 7'b0100100;
			4'b0011: sevSegOut = 7'b0110000;
			4'b0100: sevSegOut = 7'b0011001;
			4'b0101: sevSegOut = 7'b0010010;
			4'b0110: sevSegOut = 7'b0000010;
			4'b0111: sevSegOut = 7'b1111000;
			4'b1000: sevSegOut = 7'b0000000;
			4'b1001: sevSegOut = 7'b0011000;
			4'b1010: sevSegOut = 7'b0100000;
			4'b1011: sevSegOut = 7'b0000011;
			4'b1100: sevSegOut = 7'b1000110;
			4'b1101: sevSegOut = 7'b0100001;
			4'b1110: sevSegOut = 7'b0000110;
			4'b1111: sevSegOut = 7'b0001110;
			default: sevSegOut = 7'bxxxxxxx;
		endcase
endmodule
==> design/flow/run.sh <==
#!/bin/bash
# OpenROAD 26Q1-2900-gdf79404cd8, Yosys 0.63+post, stock flow scripts
make -C /OpenROAD-flow-scripts/flow DESIGN_CONFIG=/design/flow/config.mk WORK_HOME=/design/flow/orfs finish
==> design/flow/config.mk <==
export PLATFORM = sky130hd
export DESIGN_NAME = sevSegLogic
export DESIGN_NICKNAME = sevSegLogic
export VERILOG_FILES = /design/flow/design.v
export SDC_FILE = /design/flow/constraint.sdc
export NUM_CORES = 4
export LEC_CHECK = 1
export CORE_AREA = 10 10 70 70
export DIE_AREA = 0 0 80 80
==> design/flow/constraint.sdc <==
current_design sevSegLogic

set clk_period 1.1
set clk_io_pct 0.2

create_clock -name clk0 -period $clk_period

set non_clock_inputs [all_inputs -no_clocks]
set_input_delay [expr $clk_period * $clk_io_pct] -clock clk0 $non_clock_inputs
set_output_delay [expr $clk_period * $clk_io_pct] -clock clk0 [all_outputs]
==> changes_impl.md <==
### Changed

* Status: complete, but fails checks
* Failing checks: negative setup slack
* Sw Ratio at 39.1%
* Xor+xnor area frac at 3.40%
* DRT Pass-1 Iters at 3
* Cell Rows at 21
* Design area at 573 sq um
* Tightest Pin Transition at 0.124 ns
* Worst Hold Class: in -> out
* Crit path DRT at 0.88 ns
* Via count at 312
* Drt drc at 0
* Area Growth Syn to Fin at 122%
* Setup-failing EPs final at 7
* AND-OR/OR-AND Cells, Area Fraction at 21.8%
* Num ports at 11
* Worst setup SP type: primary input
* Clock power frac at 0%
* GRT Total Usage at 2.84%
* Synth warn at 1
* Antenna Diode Count at 0
* Critical Path AT at 1.14 ns
* Crit. End Element: primary output
* Top non-seq family: adder cells
* DR WL/cell at 8.45 um
* Final slew viol count at 0
* Internal Pwr Total at 0.116 mW
* Combinational power share at 100.0%
* RSZ-0062 raised after global routing: yes
* Antenna-violating nets left at 0
* Grt ovf at 0
* Core region area at 0.00342 sq mm
* Initial antenna violation count at 0
* Die Wd at 80 um
* Sw power at 0.0741 mW
* Register share after synthesis at 0%
* Gpl congestion at 0.780
* Ys cells at 32
* Layout cells sized above 1 at 67.3%
* Die span in y at 80 um
* Static power due to leakage at 0.257 nW
* Yosys cell types at 18
* Highest clock rate at 0.738 GHz
* Final hold violations at 0
* Pre-Place Util at 7.55%
* And+or+nand+nor area frac at 11.2%
* VDD IR max at 0.109 mV
* Die Size at 0.00640 sq mm
* Post-Syn Instances at 32
* Port Buffers at 11
* Maxcap violations at 0
* Post-DP HPWL at 689 um
* Clock buffers at 0
* MUX share of area at 18.4%
* Largest net degree at the start of global routing at 11
* Adder Area Share at 29.1%
* Yosys Chip Area at 258 sq um
* DRT iter0 DRCs at 5
* Pwr per Cell Area at 331 mW/mm^2
* Vias/cell at 3.09
* Max transition margin at 91.5%
* Cycle use final at 123%
* Cell Area, Placed at 477 sq um
* Final worst slack at -0.256 ns
* Setup TNS at -1.01 ns
* Register share of total power at 0%
* Final min period at 1.36 ns
* Critical path class: in -> out
* Global-route wire length before repair at 1560 um
* Seq. cell area at 0 sq um
* Mapped Area at 258 sq um
* Critical path peak fanout at 4
* Log Warnings at 39
* Final WL at 853 um
* Mapped Avg Cell Area at 8.05 sq um
* Vias in the first global route at 341
* Post-CTS Hold Fix Bufs at 0
* Sequential cells at 0
## layer usage
layer  vias up  part of all wire, %  GRT usage (%)
met5         -                    0              0
met4         0                    0              0
met3         0                  7.5          0.909
met2         6                   48           4.90
met1       148                   45           3.57
li1        158                    -              -
## logic make-up (layout without fill, tap and decap cells)
kind of cell    count (synthesis)  count (layout)
xor+xnor                        1               1
buf+inv                         8              31
mux                             3               3
simple gates                    6               6
compound gates                  8               8
fa+ha+maj                       6               6
## layout make-up
cell class,count,area [sq um]
fillers,391,2840
well taps,46,57.6
inverters,6,37.5
multi-input cells,24,269
repair buffers,25,209
## worst paths after layout
kind / startpoint / to / cells past startpoint
worst max-delay path: s[1] / sevSegOut[6] / 7
worst min-delay path: s[2] / sevSegOut[5] / 3
## power by group through the flow
stage	registers [mW]	clock network [mW]	logic, mW
5_1_grt	0	0	0.213
6_report	0	0	0.190
4_1_cts	0	0	0.192
## cell usage after synthesis
master	n	area, sq um
o22ai_1	1	6.26
buf_6	1	11.3
a22o_1	1	8.76
nand2_1	3	11.3
ha_1	6	75.1
nand3b_1	1	7.51
mux2i_1	1	10.0
nand2b_1	1	6.26
a32o_1	1	10.0
xor2_1	1	8.76
o221ai_1	1	8.76
inv_1	6	22.5
o211ai_1	1	7.51
o21ai_0	3	15.0
nor2_1	1	3.75
buf_4	1	7.51
mux2_4	1	15.0
mux4_2	1	22.5
## critical path: stages
cell and delay [ns]:
buf_12 0.09, inv_6 0.04, buf_6 0.11, ha_4 0.14, mux2_4 0.25, a22o_1 0.18
buf_2 0.11
## per-stage QoR
stage               worst slack (ns)  total power [mW]  util [%]  hold slack [ns]  std cells
finish                        -0.256             0.190      16.8            0.844        101
global route                  -0.297             0.213      16.8            0.906        101
CTS                           -0.289             0.192      16.8            0.887        101
detailed placement             -1.08             0.162      14.0             1.59         96
global placement               -1.07             0.161      14.0             1.61         96
floorplan                     0.0223            0.0646         -            0.540         32
## placed cells by master (no fill, tap or decap), types with 2 or more instances in the layout
cell type	count
buf_6	5
buf_12	2
ha_2	2
ha_4	3
buf_4	9
nand2_1	3
inv_1	3
o21ai_1	2
buf_2	8
## repair_timing
action / CTS / global route
gates resized: 63 / 3
setup endpoints to repair: 7 / 7
endpoints found under the hold margin: 0 / 0
pin swaps: 5 / 3
setup buffers: 5 / 0
Power is estimated from default activity; no workload was simulated.
